[/design/flow/design.v]
module dlx_control (
    input clk,
    input reset,
    input step_en,
    input busy,
    input [31:0] data_in,
    output gpr_we,
    output reg mr,
    output reg mw,
    output reg [2:0] sm_state,
    output reg [4:0] reg_address,
    output reg [9:0] pc,
    output [15:0] memory_address
);
    localparam INIT = 3'h0;
    localparam FETCH = 3'h1;
    localparam DECODE = 3'h2;
    localparam LOAD = 3'h3;
    localparam STORE = 3'h4;
    localparam WRITEBACK = 3'h5;
    localparam HALT = 3'h6;
    localparam INST_LW = 6'b100011;
    localparam INST_SW = 6'b101011;
    reg [31:0] instruction;
    reg [5:0] opcode;
    initial begin 
        instruction = 0;
        sm_state = INIT;
        mr = 0;
        mw = 0;
        reg_address = 0;
        pc = 0;
    end    
    always @ (posedge clk or posedge reset) begin 
        if (reset) begin 
            sm_state <= INIT;
            mr <= 0;
            mw <= 0;
            pc <= 0;
            instruction <= 0;
        end
        else begin 
            if (sm_state == INIT && step_en) begin
                sm_state <= FETCH;
                mr <= 1;
            end
            else if (sm_state == FETCH && ~busy) begin
                instruction <= data_in;
                sm_state <= DECODE;
                mr <= 0;
                opcode <= data_in[31:26];
                reg_address <= data_in[20:16];
                pc <= pc + 1;
            end
            else if (sm_state == DECODE && opcode == INST_LW) begin
                sm_state <= LOAD;
                mr <= 1;
            end
            else if(sm_state == LOAD && !busy) begin
                sm_state <= WRITEBACK;
                mr <= 0;
            end
            else if(sm_state == DECODE && opcode == INST_SW) begin
                sm_state <= STORE;
                mw <= 1;
            end
            else if(sm_state == DECODE) begin
                sm_state <= HALT;
                mw <= 0;
                mr <= 0;
            end
            else if(sm_state == STORE && !busy) begin
                sm_state <= INIT;
                mw <= 0;
            end
            if(sm_state == WRITEBACK && ~step_en) begin 
                sm_state <= INIT;
                mr <= 0;
                mw <= 0;          
            end
        end    
    end
    assign memory_address = (sm_state == FETCH) ? {6'b0, pc} : instruction[15:0];
    assign gpr_we = !busy && (sm_state == LOAD); 
endmodule   
[/design/flow/run.sh]
#!/bin/bash
# OpenROAD 26Q1-2900-gdf79404cd8, Yosys 0.63+post, stock flow scripts
make -C /OpenROAD-flow-scripts/flow DESIGN_CONFIG=/design/flow/config.mk WORK_HOME=/design/flow/orfs finish
[/design/flow/config.mk]
export PLATFORM = sky130hd
export DESIGN_NAME = dlx_control
export DESIGN_NICKNAME = dlx_control
export VERILOG_FILES = /design/flow/design.v
export SDC_FILE = /design/flow/constraint.sdc
export NUM_CORES = 4
export LEC_CHECK = 1
export CORE_UTILIZATION = 50
[/design/flow/constraint.sdc]
current_design dlx_control

set clk_period 5.0
set clk_io_pct 0.2

create_clock -name clk0 -period $clk_period [get_ports {clk}]

set non_clock_inputs [all_inputs -no_clocks]
set_input_delay [expr $clk_period * $clk_io_pct] -clock clk0 $non_clock_inputs
set_output_delay [expr $clk_period * $clk_io_pct] -clock clk0 [all_outputs]
==> results_slide.txt <==
Key Metrics from the Run

Detailed routing
  – Antenna viol nets, final: 0
  – DRC: 0
  – First drt pass iteration count: 4
  – Drt wl/cell: 13.5 um
  – Routed WL: 3470 um
  – Vias after detailed routing: 1,355
  – N_diodes: 0
  – Via density: 5.25
  – Iteration-0 DRC Markers: 65

Setup path
  – Worst EP required: 4.00 ns
  – Combined buffer and inverter count along the critical path: 3
  – CP Cell Sequence: inv_1 > nor3_2 > buf_4 > mux2_2 > clkdlybuf4s50_1
  – Max incr delay on CP: 0.54 ns
  – Worst path slowest cell: dfrtp_1
  – Crit-path leading delay family: buffers and inverters
  – Worst Path Arrival: 2.50 ns
  – Crit Path Category: reg -> out
  – Crit path capture type: output pin
  – Crit path max fanout: 11
  – Setup crit start kind: flip-flop

Yosys
  – Mapped Cells: 140
  – Cell area after synthesis: 0.00190 mm^2
  – Ys Warns: 1
  – Netlist cell types: 38
  – Synth Seq Share: 58.3%
  – Yosys stat cell total: 140
  – Syn_area_per_cell: 13.5 um^2
  – Flip-flops with a built-in enable: 11
  – Register bit total from synthesis: 42
  – Chip area line of the yosys report: 0.00190 mm^2
  – Dominant Register Cell: dfrtp_1
  – Post-synth ARST share: 73.8%

Power and ir drop
  – Sw Share: 20.8%
  – P_leak: 1.04 nW
  – Combinational power share: 31.0%
  – Worst vdd ir: 0.239 mV
  – Seq pwr share: 48.7%
  – P_sw: 0.203 mW
  – Internal power: 0.774 mW
  – Total chip power: 0.976 mW
  – Clk network pwr share: 20.3%
  – PwrDens: 364 mW/mm^2

GRT
  – First-pass GRT wire length: 5950 um
  – Largest net degree at the start of global routing: 33
  – Met3 usage: 6.07%
  – Initial antenna violation count: 0
  – Most Crowded Layer GR: met1
  – Grt met1 use: 32.0%
  – GR Util met2: 29.9%
  – Grt ovf: 0
  – Global Route Usage Sum: 20.0%
  – Vias in the first global route: 1,319

Hold path
  – Hold WC Path Type: reg -> reg

Placement
  – DP Wirelength: 2450 um
  – Gpl congestion: 0.797
  – Placed Area: 0.00261 mm^2
  – Port buffer count: 67

Clock tree
  – Total CTS buffers: 5
  – CTS tree: yes
  – Clock root buffer: clkbuf_8
  – Skew-Pair Late Insertion Delay: 0.29 ns
  – CTS resizes: 0
  – Hold-fix buffers, CTS: 0
  – Postcts setup bufs: 0
  – Htree depth: 2
  – Clock Path Buffers: 2
  – TritonCTS Sinks: 42
  – Clk slew on worst S/H paths: 0.07 ns

Final timing
  – Normalized max-slew margin: 51.7%
  – Cycle use final: 69.9%
  – Worst-margin pin slew: 0.721 ns
  – Endpoints failing setup: 0
  – RSZ-0062 raised after global routing: false
  – Clk_skew: 0.00549 ns
  – Final hold slack: 0.500 ns
  – Final slew viol count: 0
  – Tmin final: 3.50 ns
  – Fin Setup TNS: 0 ns
  – Fmax: 0.286 GHz
  – Hold Vio Cnt, Final: 0

Floorplanning
  – Fp_density: 51.8%
  – Ports: 73
  – Die H: 63.6 um
  – Chip width: 63.6 um
  – Placeable Area: 0.00366 mm^2
  – Die area: 0.00404 mm^2
  – FP Rows: 22

Status
  – Run status: completed

Finish
  – Top cell excl fill/tap: clkdlybuf4s50_1
  – Most frequent cells in the layout: 67 x clkdlybuf4s50_1, 31 x dfrtp_1, 27 x mux2_2
  – Layout cells sized above 1: 17.6%
  – Area grow syn2layout: 41.4%
  – Cell area after layout: 0.00268 mm^2
  – Final core occ: 73.2%

Job
  – Max cap viols: 0
  – Tool Warnings: 31
[worst register-to-register path: stages (launching register included)]
cell and delay, ns:
dfrtp_1 0.59, nor4b_4 0.77, and2_1 0.54
[power by group through the flow]
stage	logic (mW)	registers [mW]	clock network, mW
6_report	0.303	0.475	0.198
4_1_cts	0.309	0.476	0.204
5_1_grt	0.332	0.488	0.219
[per-stage QoR]
stage                     worst slack, ns  cells
after floorplan                      2.53    140
after detailed placement             1.74    251
after CTS                            1.47    258
after global placement               1.78    251
after global routing                 1.35    258
final                                1.50    258
[metal layers]
metal	vias up	wire length, um	part of all wire [%]
li1	644	-	-
met1	653	1540	44
met2	53	1620	47
met3	5	263	7.6
met4	0	47	1.4
met5	-	0	0
[state kept, by name, summed over array words and instances, names as in the netlist]
register     flops
sm_state         3
mw               1
pc              10
reg_address      5
mr               1
opcode           6
instruction     16
[kinds of logic after synthesis]
| logic type | after synthesis | synth area share (%) |
|---|---|---|
| xor gates and xnor gates | 9 | 4.16 |
| and+or+nand+nor | 36 | 11.8 |
| buffers and inverters | 10 | 2.97 |
| DFF | 42 | 58.3 |
| AOI/OAI and AO/OA | 13 | 5.01 |
| muxes | 28 | 16.6 |
| adders and majority gates | 2 | 1.19 |
[cells in the mapped netlist (2+ instances only)]
cell type	n	area share [%]
a21oi_1	2	0.53
a31oi_1	2	0.66
and2_1	2	0.66
buf_2	3	0.79
buf_4	2	0.79
dfrtp_1	31	41
edfxtp_1	11	17
inv_1	3	0.59
mux2_2	27	16
nand2_1	4	0.79
nand3_1	3	0.79
nand3b_1	2	0.79
nand4_1	3	0.99
nor2_1	4	0.79
nor2b_1	7	2.3
nor3_1	5	1.3
xnor2_1	8	3.7
[worst paths after layout]
| kind | from | depth (start not counted) | end | slack, ns |
|---|---|---|---|---|
| max reg2reg | sm_state[1] | 2 | reg_address[4] | 2.73 |
| max in group asynchronous | reset | 3 | instruction[8] | 3.62 |
| max | sm_state[0] | 5 | memory_address[6] | 1.50 |
| min in group asynchronous | reset | 3 | instruction[0] | 1.09 |
| min reg2reg | instruction[10] | 1 | instruction[10] | 0.50 |
| min | instruction[10] | 1 | instruction[10] | 0.50 |
[final cells by class]
cell class                 instances  area (um^2)
clock buffer                       7         76.3
fill                             253          980
inverter                           3         11.3
multi-input combinational         88          734
sequential                        42         1110
tap                               48         60.1
timing repair buffer              70          693
Power is estimated from default activity; no workload was simulated.
