[flow/config.mk]
export PLATFORM = sky130hd
export DESIGN_NAME = counter
export DESIGN_NICKNAME = counter
export VERILOG_FILES = /design/flow/design.v
export SDC_FILE = /design/flow/constraint.sdc
export NUM_CORES = 4
export LEC_CHECK = 1
export CORE_AREA = 10 10 70 70
export DIE_AREA = 0 0 80 80
[flow/constraint.sdc]
current_design counter

set clk_period 2.4
set clk_io_pct 0.2

create_clock -name clk0 -period $clk_period [get_ports {clk}]

set non_clock_inputs [all_inputs -no_clocks]
set_input_delay [expr $clk_period * $clk_io_pct] -clock clk0 $non_clock_inputs
set_output_delay [expr $clk_period * $clk_io_pct] -clock clk0 [all_outputs]
[flow/design.v]
module counter #(
    parameter WIDTH = 8
)(
    input clk,
    input enable,
    output reg [WIDTH - 1:0] count
);
    initial begin
        count = 0;
    end
    always @(posedge clk) begin
        if(enable) begin
            count <= count + 1;
        end
    end
endmodule
[flow/run.sh]
#!/bin/bash
# OpenROAD 26Q1-2900-gdf79404cd8, Yosys 0.63+post, stock flow scripts
make -C /OpenROAD-flow-scripts/flow DESIGN_CONFIG=/design/flow/config.mk WORK_HOME=/design/flow/orfs finish
==> impl_metrics.tcl <==
# yosys + openroad results
set metrics [dict create \
    status "complete, no violations" \
    wl_met1_um 447 \
    postSynthSeqShare_pct 67.37 \
    diodes 0 \
    gp_congestion 0.7111 \
    cp.arrival_ps 1200 \
    slew_violations 0 \
    synth.distinct_cells 11 \
    drc 0 \
    critical_path_class "reg2out" \
    fin_crit_ps 1676 \
    slowest_stage "clkdlybuf4s50_1" \
    rsz0062_at_grt "false" \
    wl_per_cell_um 9.024 \
    die_w_um 80 \
    fp.dieH_um 80 \
    core_region_area_mm2 0.003416 \
    postCtsResizedCells 0 \
    hold_buffers 0 \
    topRoutingLayerUsed "met3" \
    peakVddDrop_mv 0.3749 \
    syn_area_per_cell_um2 14.86 \
    max_stage_delay_ps 510 \
    end_kind "output pin" \
    die_area_mm2 0.006400 \
    largest_register_ffs 8 \
    synth_flops 8 \
    crit_fanout 5 \
    grt_overflow 0 \
    preCtsSetupSlack_ps 888.1 \
    power.density_mw_per_mm2 628.9 \
    clk_latency_ps 250 \
    routed_via_density 2.598 \
    fmax_ghz 0.5965 \
    worstPathBufferInverterCount 1 \
    hold_viol_final 0 \
    start_kind "flip-flop" \
    initial_utilization_pct 10.44 \
    dp_hpwl_um 580 \
    port_buffers 9 \
    reg.largest.list "count x8" \
    p_leak_nw 0.1788 \
    drt_iter0_markers 10 \
    drive_above_1_share_pct 13.89 \
    yosysWarnings 1 \
    clockRootBuffer "clkbuf_4" \
    core.rowCount 21 \
    drv_cap 0 \
    finalWorstSetupSlack_ps 723.6 \
    met2_length_um 237 \
    min_path_type "reg2reg" \
    synthCells 24 \
    grt_pass1_wl_um 1186 \
    path_clk_slew_ps 50 \
    firstDrtPassIters 2 \
    netlist_area_um2 356.6 \
    cts_tree "built" \
    period_used_pct 69.85 \
    max_slew_margin_pct 76.51 \
    ys_chip_area_um2 356.6 \
    area_growth_syn_to_layout_pct 47.72 \
    crit_chain "clkdlybuf4s50_1" \
    finClkSkew_ps 1.787 \
    holdWs_ps 603.7 \
    ys_cells 24 \
    first_global_vias 240 \
    met3WireLength_um 56 \
    grt_max_degree 9 \
    post-cts-setup-buffers 0 \
    num_io_pins 10 \
    num_vias 213 \
    crit_family "buffers and inverters" \
    antenna_found_initial 0 \
    fin_tns_setup_ps 0 \
    ant_nets 0 \
    fillCellCount 388 \
    cts.path.max_buffers 2 \
    critPathRequiredTime_ps 1920 \
    cts_sinks 8 \
    setup_violations 0 \
    htree_levels 1 \
    top_register "count" \
    grt.total_usage_pct 2.458 \
    warnings 25 \
    wl_um 740 \
    cts_made_buffers 3 \
    worst_slew_pin_slew_ps 351.3 \
]
==> worst paths after layout <==
check	from	cells past startpoint	end	slack, ps
worst min-delay path	count[7]	1	count[7]	600
worst min register to register	count[7]	1	count[7]	600
worst max-delay path	count[2]	1	count[2]	720
worst max register to register	count[0]	3	count[6]	1250
==> routing by layer <==
metal / GRT usage (%) / vias to the layer above
met2: 2.648 / 11
met5: 0 / -
met4: 0.1761 / 0
met1: 3.912 / 93
li1: - / 109
met3: 1.591 / 0
==> cell type report <==
| class | count | area (µm²) | share of cell area, % |
|---|---|---|---|
| Sequential cell | 8 | 240.2 | 45.61 |
| Multi-Input combinational cell | 15 | 112.6 | 21.38 |
| Timing Repair Buffer | 9 | 90.09 | 17.10 |
| Tap cell | 46 | 57.56 | 10.93 |
| Clock buffer | 3 | 22.52 | 4.276 |
| Inverter | 1 | 3.754 | 0.7126 |
==> placed cells by master (no fill, tap or decap) <==
master,Yosys,final
clkdlybuf4s50_1,0,9
edfxtp_1,8,8
xor2_1,3,3
xnor2_1,3,3
clkbuf_4,0,3
nand2_1,2,2
nand3_1,2,2
nand3_2,1,1
nor3_2,1,1
and3_1,1,1
nor2_1,1,1
inv_1,1,1
ha_1,1,1
==> cells in the mapped netlist <==
master    instances  area share, %
edfxtp_1          8             67
xnor2_1           3            7.4
xor2_1            3            7.4
nand2_1           2            2.1
nand3_1           2            2.8
and3_1            1            1.8
ha_1              1            3.5
inv_1             1            1.1
nand3_2           1            2.8
nor2_1            1            1.1
nor3_2            1            2.8
==> kinds of logic after synthesis <==
| logic type | after synthesis | share of synthesized area, % |
|---|---|---|
| DFF | 8 | 67.37 |
| and+or+nand+nor | 8 | 13.33 |
| adders and majority gates | 1 | 3.508 |
| buffers and inverters | 1 | 1.052 |
| xor gates and xnor gates | 6 | 14.74 |
==> stage by stage <==
stage	instances	power (mW)	area (µm²)	utilization, %
after floorplan	24	0.2012	356.6	-
after global placement	79	0.2357	504.2	14.76
after detailed placement	79	0.2370	504.2	14.76
after CTS	82	0.3392	526.8	15.42
after global routing	82	0.3569	526.8	15.42
final	82	0.3313	526.8	15.42
==> report_power, final <==
part / switching, mW / internal (mW) / total (mW) / leakage, nW
Sequential: 0.0151 / 0.172 / 0.188 / 0.0783
Clock: 0.0419 / 0.0569 / 0.0988 / 0.0138
Combinational: 0.0141 / 0.0309 / 0.0450 / 0.0867
Total: 0.0711 / 0.260 / 0.331 / 0.179
Power and IR drop assume default switching activity.
