[flow/config.mk]
export PLATFORM = sky130hd
export DESIGN_NAME = memory_access_control
export DESIGN_NICKNAME = memory_access_control
export VERILOG_FILES = /design/flow/design.v
export SDC_FILE = /design/flow/constraint.sdc
export NUM_CORES = 4
export LEC_CHECK = 1
export CORE_AREA = 10 10 70 70
export DIE_AREA = 0 0 80 80
[flow/constraint.sdc]
current_design memory_access_control

set clk_period 2.5
set clk_io_pct 0.2

create_clock -name clk0 -period $clk_period [get_ports {clk}]

set non_clock_inputs [all_inputs -no_clocks]
set_input_delay [expr $clk_period * $clk_io_pct] -clock clk0 $non_clock_inputs
set_output_delay [expr $clk_period * $clk_io_pct] -clock clk0 [all_outputs]
[flow/design.v]
module memory_access_control(
    input clk,
    input reset,
    input ack_n,
    input mr,
    input mw,
    output reg [1:0] sm_state,
    output reg as_n,
    output stop_n,
    output reg wr_n,
    output reg in_init,
    output reg busy
    );
	localparam WAIT_REQUEST = 2'b00;
	localparam WAIT_ACK = 2'b01;
	localparam NEXT = 2'b10;
	reg [1:0] prev_state; 
	reg stop_n_reg;
	initial begin 
		sm_state = WAIT_REQUEST;  
		stop_n_reg = 1;
		wr_n = 1;
		as_n = 1;
		in_init = 1;
		prev_state = WAIT_REQUEST;
        busy = 0;
	end
	always @ (posedge clk or posedge reset) begin 
		if(reset) begin
			sm_state = WAIT_REQUEST;  
            stop_n_reg = 1;
            wr_n = 1;
            as_n = 1;
            in_init = 1;
            prev_state = WAIT_REQUEST;
            busy = 0;
		end
		else begin
			if(sm_state == WAIT_REQUEST && (mr || mw)) begin 
                prev_state <= WAIT_REQUEST;
				sm_state <= WAIT_ACK;
				wr_n <= ~mw & mr;
                as_n <= 0;
                in_init <= 0;
                busy <= 1;
			end	
			else if(sm_state == WAIT_ACK && !ack_n) begin 
				prev_state <= WAIT_ACK;
				sm_state <= NEXT;
                wr_n <= 1;
                as_n <= 1;
                in_init <= 1;
                busy <= 0;
			end
			else if(sm_state == NEXT) begin
				prev_state <= NEXT;
				sm_state <= WAIT_REQUEST;
			end
            else begin
                prev_state = sm_state;
            end
			stop_n_reg = (!prev_state == WAIT_ACK) ; 
		end
	end
	assign stop_n = stop_n_reg | !ack_n | (sm_state == NEXT) | (sm_state == WAIT_REQUEST);
endmodule
[flow/run.sh]
#!/bin/bash
# OpenROAD 26Q1-2900-gdf79404cd8, Yosys 0.63+post, stock flow scripts
make -C /OpenROAD-flow-scripts/flow DESIGN_CONFIG=/design/flow/config.mk WORK_HOME=/design/flow/orfs finish
==> results_tabular.tex <==
% Implementation results table
\begin{tabular}{lr}
\hline
Metric & Value \\
\hline
\multicolumn{2}{l}{\textbf{Worst setup path}} \\
Setup slack, reg-to-reg & 1.56 ns \\
Cell with the biggest individual delay on the critical path & sky130\_fd\_sc\_hd\_\_clkdlybuf4s50\_1 \\
Critical Path Source Type & input pin \\
Largest stage delay, worst path & 0.48 ns \\
R2r endpoint & busy \\
Worst-path maximum fanout & 5 \\
Start-to-end type of the worst setup path & input pin to primary output \\
Cell chain of the critical path & clkdlybuf4s50\_1, nand3b\_1, clkdlybuf4s50\_1 \\
Top delay family on crit path & buffers and inverters \\
Buffers and inverters on the worst path & 2 \\
Worst r2r src & sm\_state[1] \\
Cell type with the highest occurrence count on the critical path & sky130\_fd\_sc\_hd\_\_clkdlybuf4s50\_1 \\
Worst setup path startpoint & ack\_n \\
Capturing element of the worst setup path & stop\_n \\
Endpoint class of the critical path & primary output \\
Cell count of the worst reg-to-reg path & 3 \\
WP data required & $\sim$2 ns \\
Logic depth of the worst setup path including buffers & 3 \\
Arrival time at the worst endpoint & 1.58 ns \\
\multicolumn{2}{l}{\textbf{STA}} \\
Accumulated negative setup slack & 0 ns \\
Worst relative slew slack & 80.3\% \\
Final hold slack & 0.464 ns \\
Final min period & about 2.1 ns \\
Pins over their slew limit & 0 \\
Setup Viol. Count Final & 0 \\
Worst Max-Slew Pin Slew & $\sim$0.3 ns \\
Number of hold violations in the final report & 0 \\
Final setup skew & between 0.005 and 0.006 ns \\
Highest Clock Rate & 0.480 GHz \\
Final Worst Setup Slack & 0.417 ns \\
RSZ-0062 raised after global routing & no \\
Final Cycle Share & a little over four fifths \\
\multicolumn{2}{l}{\textbf{CTS}} \\
Number of gates given a new drive strength after cts & 0 \\
Clock-pin slew on the worst setup and hold paths & $\sim$0.050 ns \\
Clock Latency Late Sink & 0.24 ns \\
Clock tree sinks & 6 \\
Setup Buffers After CTS & 0 \\
Clk Tree Root Cell & sky130\_fd\_sc\_hd\_\_clkbuf\_4 \\
Inserted Clock Buffers & 3 \\
CTS tree & done \\
Hold bufs inserted after CTS & 0 \\
CTS max path bufs & 2 \\
H-Tree Depth & 1 \\
\multicolumn{2}{l}{\textbf{GRT}} \\
Met1 Resource Use GR & 3.08\% \\
Total Routing Usage GR & 2.35\% \\
Global-route wire length before repair & 1260 um \\
Initial antenna violation count & 0 \\
Met3 global-route usage & 1.36\% \\
Number of global-route vias before repair & 262 \\
GR Overflow Total & 0 \\
GR met2 Demand/Resource & just under 3\% \\
Pin count of the biggest net entering global routing & 12 \\
GRT Max-Usage Layer & met1 \\
\multicolumn{2}{l}{\textbf{Yosys}} \\
Cell Type Count & 15 \\
Number of standard cells after synthesis & 26 \\
Flip-flop and latch count after synthesis & 6 \\
Mapped cell area & 270 um\^{}2 \\
Yosys synthesis warning count & 1 \\
Syn avg cell area & 10.4 um\^{}2 \\
Cell total in the yosys stat output & 26 \\
Yosys synthesis chip area & 270 um\^{}2 \\
Sequential-to-total area share from yosys stat & 56.9\% \\
\multicolumn{2}{l}{\textbf{Place}} \\
Total half-perimeter wirelength after legalization and detailed placement & about 550 um \\
DP Area & 423 um\^{}2 \\
Number of buffers added on ports & 11 \\
Cell count after placement & around 81 \\
Final weighted congestion in routability-driven placement & 0.754 \\
Placement Setup Slack & 0.395 ns \\
\multicolumn{2}{l}{\textbf{Power and ir drop}} \\
Tot Pwr & 0.508 mW \\
Worst-case vdd ir drop & 0.191 mV \\
Power density over the cells & 1130 nW/um\^{}2 \\
Reported leakage power & approximately 0.17 nW \\
\multicolumn{2}{l}{\textbf{Floorplan}} \\
Chip Height & 80 um \\
Number of placement rows & 21 \\
Die Area & between 6000 and 7000 um\^{}2 \\
Die Wd & 80 um \\
Init Core Util & 7.91\% \\
Core outline area & about 3400 um\^{}2 \\
Count of boundary I/O pins & 12 \\
\multicolumn{2}{l}{\textbf{Flow run}} \\
Number of warnings the tools reported & 25 \\
Max\_cap viols & 0 \\
\multicolumn{2}{l}{\textbf{Cells and area}} \\
Summed area of non-filler cells in the final layout & 449 um\^{}2 \\
Most flop-heavy register & sm\_state \\
Layout area overhead & 66.2\% \\
Layout cell share with drive strength beyond 1 & 20.5\% \\
Core occupancy in the finished layout & approximately an eighth \\
Max FFs per register & 2 \\
Cell Count, Final, Fillers Out & 85 \\
\multicolumn{2}{l}{\textbf{Drt}} \\
Final ANT Viol Nets & 0 \\
Average routed wire per standard cell & 8.26 um \\
Detailed-routing iteration count for the pre-antenna-repair pass & 4 \\
Total via count after detailed routing & 224 \\
Post-DR vias/cell & 2.64 \\
DRC violation total after the first TritonRoute iteration & 6 \\
Total DRC errors in the routed layout & 0 \\
Post-detailed-routing wire length & 702 um \\
Number of antenna repair diodes & 0 \\
\multicolumn{2}{l}{\textbf{Min path}} \\
Hold crit path type & input pin to async pin \\
\multicolumn{2}{l}{\textbf{Run status}} \\
Result of the run & finished, final reports clean \\
\hline
\end{tabular}
-- how the worst min path moves through the flow --
stage	cells after the start	startpoint	to	slack, ns
after CTS	2	reset	sm_state[0]	0.47
after global routing	2	reset	busy	0.50
final	2	reset	busy	0.46
-- cell type report --
class / count / area, um^2
fill: 392 / 2970
sequential: 6 / 154
timing repair buffer: 11 / 110
multi-input combinational: 16 / 93.8
tap: 46 / 57.6
clock buffer: 4 / 26.3
inverter: 2 / 7.51
-- layer usage --
metal  up-vias  share of wire [%]
met4         0                3.4
met5         -                  0
li1        114                  -
met1       101                 41
met2         7                 45
met3         2                 10
-- layout by cell type (no fill, tap or decap) --
master / instances
sky130_fd_sc_hd__clkdlybuf4s50_1: 11
sky130_fd_sc_hd__nor2_1: 3
sky130_fd_sc_hd__dfrtp_1: 3
sky130_fd_sc_hd__clkbuf_4: 3
sky130_fd_sc_hd__dfstp_2: 3
sky130_fd_sc_hd__a21oi_1: 2
sky130_fd_sc_hd__a21boi_1: 2
sky130_fd_sc_hd__o21ai_0: 2
sky130_fd_sc_hd__nand2_1: 2
sky130_fd_sc_hd__inv_2: 1
sky130_fd_sc_hd__o22a_1: 1
sky130_fd_sc_hd__o21bai_2: 1
sky130_fd_sc_hd__o21bai_1: 1
sky130_fd_sc_hd__o21ai_1: 1
sky130_fd_sc_hd__nand3b_1: 1
sky130_fd_sc_hd__inv_1: 1
sky130_fd_sc_hd__clkbuf_1: 1
-- synthesized netlist by cell type, drive strengths merged --
cell / number / area (um^2)
inv: 2 / 7.50
a21boi: 2 / 15.0
nand2: 2 / 7.51
o21bai: 2 / 18.8
nand3b: 1 / 7.51
dfrtp: 3 / 75.1
o22a: 1 / 8.76
dfstp: 3 / 78.8
a21oi: 2 / 10.0
nor2: 3 / 11.3
buf: 2 / 15.0
o21ai: 3 / 15.0
-- where the power goes --
part / switching, mW / internal (mW)
Sequential: 0.0550 / 0.163
Clock: 0.0363 / 0.0605
Combinational: 0.0525 / 0.141
Total: 0.144 / 0.365
-- logic make-up (layout without fill, tap and decap cells) --
logic type	count (synthesis)	after routing	share of synthesized area [%]
flops	6	6	56.9
buf+inv	4	17	8.33
simple gates	6	6	9.72
compound gates	10	10	25.0
Power figures rest on the tool's default switching activity, not on a simulated workload.
